===== config.mk =====
export PLATFORM = sky130hd
export DESIGN_NAME = mem_access
export DESIGN_NICKNAME = mem_access
export VERILOG_FILES = /design/flow/design.v
export SDC_FILE = /design/flow/constraint.sdc
export NUM_CORES = 4
export LEC_CHECK = 1
export CORE_AREA = 10 10 142 142
export DIE_AREA = 0 0 152 152

===== constraint.sdc =====
current_design mem_access

set clk_period 5.0
set clk_io_pct 0.2

create_clock -name clk0 -period $clk_period [get_ports {clk}]

set non_clock_inputs [all_inputs -no_clocks]
set_input_delay [expr $clk_period * $clk_io_pct] -clock clk0 $non_clock_inputs
set_output_delay [expr $clk_period * $clk_io_pct] -clock clk0 [all_outputs]

===== design.v =====
package instruction_pkg;
parameter OP = 5'b01_100;
parameter ADD_SUB  = 3'b000;
parameter SLT      = 3'b010;
parameter SLTU     = 3'b011;
parameter XOR      = 3'b100;
parameter OR       = 3'b110;
parameter AND      = 3'b111;
parameter SLL      = 3'b001;
parameter SRL_SRA  = 3'b101;
parameter ADD_7 = 7'b0000000;
parameter SUB_7 = 7'b0100000;
parameter SRL_7 = 7'b0000000;
parameter SRA_7 = 7'b0100000;
parameter MUL    = 3'b000;
parameter MULH   = 3'b001;
parameter MULHSU = 3'b010;
parameter MULHU  = 3'b011;
parameter DIV    = 3'b100;
parameter DIVU   = 3'b101;
parameter REM    = 3'b110;
parameter REMU   = 3'b111;
parameter MULDIV_7 = 7'b0000001;
parameter OPIMM = 5'b00_100;
parameter ADDI      = 3'b000;
parameter SLTI      = 3'b010;
parameter SLTIU     = 3'b011;
parameter XORI      = 3'b100;
parameter ORI       = 3'b110;
parameter ANDI      = 3'b111;
parameter SLLI      = 3'b001;
parameter SRLI_SRAI = 3'b101;
parameter SRLI_7 = 7'b0000000;
parameter SRAI_7 = 7'b0100000;
parameter BRANCH = 5'b11_000;
parameter BEQ  = 3'b000;
parameter BNE  = 3'b001;
parameter BLT  = 3'b100;
parameter BGE  = 3'b101;
parameter BLTU = 3'b110;
parameter BGEU = 3'b111;
parameter AUIPC = 5'b00_101;
parameter LUI   = 5'b01_101;
parameter JALR  = 5'b11_001;
parameter JAL   = 5'b11_011;
parameter LOAD = 5'b00_000;
parameter LB   = 3'b000;
parameter LH   = 3'b001;
parameter LW   = 3'b010;
parameter LBU  = 3'b100;
parameter LHU  = 3'b101;
parameter STORE = 5'b01_000;
parameter SB   = 3'b000;
parameter SH   = 3'b001;
parameter SW   = 3'b010;
endpackage : instruction_pkg
`default_nettype none
module mem_access
(
    input logic clk,
    input logic [3:0] minst,
    input logic rdx_v,
    input logic signed [31:0] rs2_data_x,
    input logic signed [31:0] rd_data_x,
    output logic signed [31:0] rd_data_m,
    output logic dtcm_en,
    output logic [3:0] dtcm_wen,
    output logic [31:0] dtcm_addr,
    input logic [31:0] dtcm_rdata,
    output logic [31:0] dtcm_wdata
);
    assign dtcm_en = (minst[3:2] != 2'b11);
    assign dtcm_addr = rd_data_x;
    always_comb begin
        casez({minst, dtcm_addr[1:0]})
            6'b1000_00 : begin dtcm_wen = 4'h1; dtcm_wdata = {4{rs2_data_x[7:0]}}; end
            6'b1000_01 : begin dtcm_wen = 4'h2; dtcm_wdata = {4{rs2_data_x[7:0]}}; end
            6'b1000_10 : begin dtcm_wen = 4'h4; dtcm_wdata = {4{rs2_data_x[7:0]}}; end
            6'b1000_11 : begin dtcm_wen = 4'h8; dtcm_wdata = {4{rs2_data_x[7:0]}}; end
            6'b1001_0? : begin dtcm_wen = 4'h3; dtcm_wdata = {2{rs2_data_x[15:0]}}; end
            6'b1001_1? : begin dtcm_wen = 4'hc; dtcm_wdata = {2{rs2_data_x[15:0]}}; end
            6'b1010_?? : begin dtcm_wen = 4'hf; dtcm_wdata = rs2_data_x; end
            default : begin dtcm_wen = 4'h0; dtcm_wdata = 32'hx; end
        endcase
    end    
    wire dtcm_ld = (minst[3] == 1'b0);
    logic [3:0] minst_m;
    logic rdx_v_m;
    logic [1:0] dtcm_aln_addr;
    logic signed [31:0] dtcm_aln_data;
    logic signed [31:0] rd_data_l;
    assign rd_data_m = (rdx_v_m) ? rd_data_l : dtcm_aln_data;
    always_comb begin
        casez({minst_m, dtcm_aln_addr})
            6'b0000_00 : dtcm_aln_data = 32'(signed'(dtcm_rdata[ 0+:8]));
            6'b0000_01 : dtcm_aln_data = 32'(signed'(dtcm_rdata[ 8+:8]));
            6'b0000_10 : dtcm_aln_data = 32'(signed'(dtcm_rdata[16+:8]));
            6'b0000_11 : dtcm_aln_data = 32'(signed'(dtcm_rdata[24+:8]));
            6'b0001_0? : dtcm_aln_data = 32'(signed'(dtcm_rdata[ 0+:16]));
            6'b0001_1? : dtcm_aln_data = 32'(signed'(dtcm_rdata[16+:16]));
            6'b0010_?? : dtcm_aln_data = dtcm_rdata;
            6'b0100_00 : dtcm_aln_data = 32'(unsigned'(dtcm_rdata[ 0+:8]));
            6'b0100_01 : dtcm_aln_data = 32'(unsigned'(dtcm_rdata[ 8+:8]));
            6'b0100_10 : dtcm_aln_data = 32'(unsigned'(dtcm_rdata[16+:8]));
            6'b0100_11 : dtcm_aln_data = 32'(unsigned'(dtcm_rdata[24+:8]));
            6'b0101_0? : dtcm_aln_data = 32'(unsigned'(dtcm_rdata[ 0+:16]));
            6'b0101_1? : dtcm_aln_data = 32'(unsigned'(dtcm_rdata[16+:16]));
            default : dtcm_aln_data = 32'hx;
        endcase
    end    
    always_ff @ (posedge clk) begin
        if(dtcm_ld) begin
            minst_m <= minst;
            dtcm_aln_addr <= rd_data_x[1:0];
        end    
        rdx_v_m <= rdx_v;
        if (rdx_v) begin
            rd_data_l <= rd_data_x;
        end
    end
endmodule

===== run.sh =====
#!/bin/bash
# OpenROAD 26Q1-2900-gdf79404cd8, Yosys 0.63+post, stock flow scripts
make -C /OpenROAD-flow-scripts/flow DESIGN_CONFIG=/design/flow/config.mk WORK_HOME=/design/flow/orfs finish

==> impl_metrics.csv <==
group,metric,value,unit
logic_synthesis,ys_seq_share,40.0,%
route,postRouteAntennaNets,0,
setup_path,timing.critical_path.from_type,"primary input",
route,remaining_drc_errors,0,
floorplanning,num_io_pins,203,
clock_tree,clockRootBuffer,"sky130_fd_sc_hd__clkbuf_16",
pwr,power_per_cell_area,214,nW/µm²
route,n_antenna_cell,0,
route,firstDrtPassIters,4,
layout,design_area,4920,µm²
clock_tree,cts-root-to-sink-buffers,2,
placed_design,place.port_buffers,202,
setup_path,cp-end-kind,"primary output",
clock_tree,clk_slew_on_worst_s_h_paths,0.05,ns
sta,hold_ws,1.26,ns
setup_path,worst_setup_startpoint,"minst[0]",
layout,layout-drive-gt1-share,5.87,%
global_route,grt-ovfl-total,0,
route,routed-via-count,2870,
outcome,outcome,"complete, no violations",
worst_hold_path,hold_start,"rdx_v",
global_route,grt_start_max_net_pins,35,
placed_design,gpl.final_weighted_congestion,0.941,
clock_tree,clock_sinks,38,
floorplanning,placement_rows,48,
run,stage_log_warnings,25,
run,max-cap-violations,0,
placed_design,place_area,4770,µm²
floorplanning,die-area,23100,µm²
sta,max_freq,227,MHz
sta,final-hold-violation-count,0,
global_route,grt_first_pass_wirelength,18.6,mm
floorplanning,initial_core_util,16.5,%
logic_synthesis,postSynth.asyncResetShare,0,%
route,routed_wirelength,12.3,mm
logic_synthesis,yosys-stat-cells,306,
sta,timing.final.crit_period,4.40,ns
logic_synthesis,post_synth_instance_area,2830,µm²
worst_hold_path,hp-class,"primary input to flip-flop",
sta,slew_violations,0,
route,drtIter0Drc,120,
clock_tree,cts_tree,"built",
setup_path,crit_required,4.00,ns
layout,final_util,28.6,%
layout,layout_top_cells,"sky130_fd_sc_hd__clkdlybuf4s50_1, sky130_fd_sc_hd__nand2_1, sky130_fd_sc_hd__edfxtp_1",
setup_path,critical_path_arrival,3.40,ns
clock_tree,cts.repair.resized,0,
sta,worst-slew-pin-transition,0.911,ns
sta,final_period_util,87.9,%
floorplanning,core,17200,µm²
logic_synthesis,post_synth_inst_count,306,
setup_path,critical_path.max_fanout,13,
placed_design,detailedPlacementHpwl,10.4,mm
logic_synthesis,yosysTopAreaCellShare,39.3,%
sta,setup_repair_after_global_routing_missed_its_margin,"false",
global_route,groute.usage.overall,10.2,%
logic_synthesis,synth.top_cells.by_area,"sky130_fd_sc_hd__edfxtp_1, sky130_fd_sc_hd__buf_4, sky130_fd_sc_hd__nand2_1, sky130_fd_sc_hd__nor2b_1, sky130_fd_sc_hd__a21oi_1",
clock_tree,numCtsBuffers,5,
clock_tree,clock_tree.htree_level_count,2,
pwr,vdd_ir_drop_max,133,µV
pwr,leakage_power,1.76,nW
logic_synthesis,ys.flops,38,
sta,maxSlewHeadroom,39.0,%
logic_synthesis,enable_flop_cells,37,
logic_synthesis,ys_warn_count,1,
route,vias_per_cell,4.19,
setup_path,timing.setup.critical_path_class,"primary input to primary output",
route,avgRoutedWirePerCell,18.0,µm
clock_tree,postCtsSetupRepairBufs,0,
sta,finalSetupViolations,0,
global_route,grt_antenna_before_repair,0,
layout,areaGrowthSynthToFinish,73.8,%
floorplanning,floorplan.die.height,152,µm
layout,final_common_cell,"sky130_fd_sc_hd__clkdlybuf4s50_1",
floorplanning,fp.dieW,152,µm
logic_synthesis,synth_cell_type_count,39,
logic_synthesis,ys.flop_type,"sky130_fd_sc_hd__edfxtp_1",
clock_tree,cts_hold_buf,0,
sta,setup-tns-final,0,ns
global_route,number_of_global_route_vias_before_repair,3127,
logic_synthesis,ys_chip_area,2830,µm²
logic_synthesis,post_synthesis_cell_type_with_the_largest_combined_area,"sky130_fd_sc_hd__edfxtp_1",
logic_synthesis,synth_area_per_inst,9.24,µm²
==> metrics by stage <==
| step | cells | setup WS (ns) | total power [mW] |
|---|---|---|---|
| after global placement | 677 | 0.676 | 0.750 |
| after CTS | 685 | 0.592 | 1.07 |
| after floorplan | 306 | 2.06 | 0.506 |
| final | 685 | 0.603 | 1.05 |
| after detailed placement | 677 | 0.587 | 0.750 |
| after global routing | 685 | 0.449 | 1.11 |
==> where the power goes <==
part / total [mW] / switching (mW) / internal [mW]
logic: 0.345 / 0.121 / 0.225
registers: 0.393 / 0.0149 / 0.378
clock network: 0.312 / 0.115 / 0.197
==> worst paths after layout <==
kind / to / slack, ns / cells after the start
setup / recovery: dtcm_wdata[24] / 0.60 / 7
hold / removal: rdx_v_m$_DFF_P_ / 1.26 / 1
==> state kept, by name, summed over array words and instances (netlist names) <==
register and cells:
rdx_v_m 1, rd_data_l 32, minst_m 3, dtcm_aln_addr 2
==> synthesized netlist by cell type (all sizes together) (3+ instances only) <==
cell / n
buf: 52
nand2: 41
edfxtp: 37
a21oi: 27
nor2b: 24
o21ai: 18
a22oi: 16
mux2: 9
a221o: 8
and2: 8
clkbuf: 8
mux2i: 8
inv: 7
nand3: 7
nor2: 7
nand2b: 4
a2bb2oi: 3
nor3b: 3
o211ai: 3
==> metal layers <==
layer | global-route usage (%) | up-vias | wire (µm)
li1 | - | 1377 | -
met1 | 12.9 | 1324 | 5380
met2 | 16.4 | 160 | 5560
met3 | 4.21 | 9 | 1260
met4 | 1.05 | 0 | 152
met5 | 0 | - | 0
==> cells by family after synthesis <==
logic type,count (synthesis),synth area share [%]
flops,38,40.0
buf+inv,67,15.4
mux,17,6.41
simple gates,100,18.5
compound gates,84,19.7
==> layout make-up <==
class | count | area (µm²)
Fill cell | 1782 | 12300
Inverter | 7 | 26.3
Tap cell | 225 | 282
Clock inverter | 1 | 5.00
Sequential cell | 38 | 1130
Timing Repair Buffer | 206 | 2050
Clock buffer | 7 | 143
Multi-Input combinational cell | 201 | 1280
==> critical path: stages <==
cell and delay, ns:
sky130_fd_sc_hd__clkdlybuf4s50_1 0.56, sky130_fd_sc_hd__nor4bb_4 0.73, sky130_fd_sc_hd__buf_4 0.30, sky130_fd_sc_hd__nor2_1 0.17
sky130_fd_sc_hd__nand2_1 0.14, sky130_fd_sc_hd__nand2_1 0.08, sky130_fd_sc_hd__clkdlybuf4s50_1 0.41
Power figures rest on the tool's default switching activity, not on a simulated workload.
