[./constraint.sdc]
current_design ireg

set clk_period 16.5
set clk_io_pct 0.2

create_clock -name clk0 -period $clk_period [get_ports {clk}]

set non_clock_inputs [all_inputs -no_clocks]
set_input_delay [expr $clk_period * $clk_io_pct] -clock clk0 $non_clock_inputs
set_output_delay [expr $clk_period * $clk_io_pct] -clock clk0 [all_outputs]
[./design.v]
package instruction_pkg;
parameter OP = 5'b01_100;
parameter ADD_SUB  = 3'b000;
parameter SLT      = 3'b010;
parameter SLTU     = 3'b011;
parameter XOR      = 3'b100;
parameter OR       = 3'b110;
parameter AND      = 3'b111;
parameter SLL      = 3'b001;
parameter SRL_SRA  = 3'b101;
parameter ADD_7 = 7'b0000000;
parameter SUB_7 = 7'b0100000;
parameter SRL_7 = 7'b0000000;
parameter SRA_7 = 7'b0100000;
parameter MUL    = 3'b000;
parameter MULH   = 3'b001;
parameter MULHSU = 3'b010;
parameter MULHU  = 3'b011;
parameter DIV    = 3'b100;
parameter DIVU   = 3'b101;
parameter REM    = 3'b110;
parameter REMU   = 3'b111;
parameter MULDIV_7 = 7'b0000001;
parameter OPIMM = 5'b00_100;
parameter ADDI      = 3'b000;
parameter SLTI      = 3'b010;
parameter SLTIU     = 3'b011;
parameter XORI      = 3'b100;
parameter ORI       = 3'b110;
parameter ANDI      = 3'b111;
parameter SLLI      = 3'b001;
parameter SRLI_SRAI = 3'b101;
parameter SRLI_7 = 7'b0000000;
parameter SRAI_7 = 7'b0100000;
parameter BRANCH = 5'b11_000;
parameter BEQ  = 3'b000;
parameter BNE  = 3'b001;
parameter BLT  = 3'b100;
parameter BGE  = 3'b101;
parameter BLTU = 3'b110;
parameter BGEU = 3'b111;
parameter AUIPC = 5'b00_101;
parameter LUI   = 5'b01_101;
parameter JALR  = 5'b11_001;
parameter JAL   = 5'b11_011;
parameter LOAD = 5'b00_000;
parameter LB   = 3'b000;
parameter LH   = 3'b001;
parameter LW   = 3'b010;
parameter LBU  = 3'b100;
parameter LHU  = 3'b101;
parameter STORE = 5'b01_000;
parameter SB   = 3'b000;
parameter SH   = 3'b001;
parameter SW   = 3'b010;
endpackage : instruction_pkg
`default_nettype none
module ireg
(
    input logic clk,
    input logic reset,
    input logic [4:0] rs1,
    input logic [4:0] rs2,
    input logic [4:0] rd,
    input logic rs1_v,
    input logic rs2_v,
    input logic rdx_v,
    input logic rdm_v,
    output logic stall_i,
    output logic hazard_x,
    input logic signed [31:0] rd_data_x,
    input logic signed [31:0] rd_data_m,
    output logic signed [31:0] rs1_data,
    output logic signed [31:0] rs2_data,
    input logic [2:0] div_inst,  
    input logic signed [33:0] alu_l,
    input logic eq_o,
    output logic div_wb,
    output logic RSIGN,
    output logic signed [31:0] Qo
);
    logic signed [31:0] register [0:31];
    logic signed [31:0] rs1_rdata;
    logic rs1_bypass_m;
    logic rs1_bypass_x;
    logic signed [31:0] rs2_rdata;
    logic rs2_bypass_m;
    logic rs2_bypass_x;
    logic signed [31:0] rd_data_w;
    logic signed [31:0] rd_datax_m;
    logic [4:0] rd_m;
    logic rdm_v_m;
    logic div_run;
    logic div_last;
    logic div_fin;
    logic signed [63:0] REM;
    logic signed [31:0] Q;
    logic QSIGN;
    always_ff @ (posedge clk) begin
        if(rdm_v_m)  register[rd_m] <= rd_data_m;
        rs1_rdata <= register[rs1];
        rs2_rdata <= register[rs2];
    end
    wire signed [31:0] rs1_data_i = (rs1_bypass_x) ? rd_datax_m : ((rs1_bypass_m) ? rd_data_w : rs1_rdata);
    wire signed [31:0] rs2_data_i = (rs2_bypass_x) ? rd_datax_m : ((rs2_bypass_m) ? rd_data_w : rs2_rdata);
    assign rs1_data = (div_fin) ? 0 : ((div_inst[0]) ? 32'h0      : ((div_run|div_last) ? REM[63:32] : rs1_data_i));
    assign rs2_data = (div_fin) ? Q : ((div_inst[0]) ? rs2_data_i : ((div_run|div_last) ? divisor    : rs2_data_i));
    always_ff @ (posedge clk) begin
        rs1_bypass_m <= (rs1 == rd_m) & rdm_v_m;
        rs2_bypass_m <= (rs2 == rd_m) & rdm_v_m;
        rs1_bypass_x <= (rs1 == rd)   & rdx_v;
        rs2_bypass_x <= (rs2 == rd)   & rdx_v;
        rdm_v_m <= rdm_v;
        if (rdx_v) begin
            rd_datax_m <= rd_data_x;
        end
        if (rdm_v) begin
            rd_m <= rd;
        end
        if (rdm_v_m) rd_data_w <= rd_data_m;
    end
    logic rs1_hazard_x;
    logic rs2_hazard_x;
    always_ff @ (posedge clk) begin
        rs1_hazard_x <= (rs1 == rd) & !rdx_v & rdm_v & rs1_v;
        rs2_hazard_x <= (rs2 == rd) & !rdx_v & rdm_v & rs2_v;
    end
    assign stall_i = hazard_x | (|div_inst) | div_run | div_last&QSIGN;
    assign hazard_x = rs1_hazard_x | rs2_hazard_x;
    always_ff @ (posedge clk) begin
        if(div_inst[0])         RSIGN <= rs1_data_i[31];
        else if(div_inst[1])    RSIGN <= 1'b0;
        if(div_inst[2])         QSIGN <= (rs1_data_i[31]^rs2_data_i[31]) & ~eq_o;  
        else if(|div_inst[1:0]) QSIGN <= 1'b0;
    end
    assign div_run = (div_count != 0);
    always_ff @ (posedge clk) begin
        div_last <= div_run & (div_count==31);
        div_fin  <= div_last & QSIGN;
    end
    logic [4:0] div_count;
    always_ff @ (posedge clk) begin
        if(reset)               div_count <= 0;
        else if(|div_inst)      div_count <= 1;
        else if(div_count != 0) div_count <= div_count +1;
        else                    div_count <= 0;
    end
    assign div_wb = div_last&~QSIGN|div_fin&QSIGN;
    logic signed [31:0] divisor;
    always_ff @ (posedge clk) begin
        if(div_inst[0])
            if(rs1_data_i[31]^rs2_data[31])  divisor <= alu_l[31:0];  
            else                             divisor <= rs2_data;
        else if (div_inst[1])                divisor <= rs2_data;
    end
    wire Qi = (~alu_l[33]&~RSIGN) | ((alu_l[33] | (eq_o&(REM[31:0]==0)))&RSIGN);
    wire signed [31:0] Qt = (Qi) ? {Q[30:0],1'b1} : {Q[30:0],1'b0};
    always_ff @ (posedge clk) begin
        if(div_inst[0])            REM <= {63'(rs1_data_i), 1'b0};
        else if (div_inst[1])      REM <= {31'h0, rs1_data_i, 1'b0};
        else if(div_run|div_last)
            if(Qi)                 REM <= {alu_l[30:0], REM[31:0],1'b0};
            else                   REM <= {REM[62:0], 1'b0};
        if(|div_inst)             Q <= 0;
        else if(div_run|div_last) Q <= Qt;
    end
    assign Qo = (div_fin) ? alu_l[31:0] : Qt;
endmodule
[./config.mk]
export PLATFORM = sky130hd
export DESIGN_NAME = ireg
export DESIGN_NICKNAME = ireg
export VERILOG_FILES = /design/flow/design.v
export SDC_FILE = /design/flow/constraint.sdc
export NUM_CORES = 4
export LEC_CHECK = 1
export CORE_UTILIZATION = 40
[./run.sh]
#!/bin/bash
# OpenROAD 26Q1-2900-gdf79404cd8, Yosys 0.63+post, stock flow scripts
make -C /OpenROAD-flow-scripts/flow DESIGN_CONFIG=/design/flow/config.mk WORK_HOME=/design/flow/orfs finish
==> impl_metrics.ini <==
; synthesis and place-and-route metrics
[cts]
clk_pin_slew_ns = 0.06
cts_resized = 0
root_buffer = clkbuf_16
clkLatencyLatePin_ns = 0.79
htree_levels = 4
cts_hold_buf = 0
cts_tree = built
cts_sinks = 1300
postCtsSetupBuffers = 0
numCtsBuffers = 142
cts_buffer_depth = 3

[final_layout]
area_delta_synth_final_pct = 16.0
fin_cells = 5355
final_layout_size_suffix_gt1_share_pct = 34.7
finish.utilization_pct = 46.9

[setup_path]
start_kind = primary input
end_kind = output pin
crit_type = primary input to output pin
arrival_ns = 5.93
crit_path_frequent_cell = clkdlybuf4s50_1
critPathRequiredTime_ns = 13.20
crit_path_max_fanout = 18
critPathSlowestCell = clkdlybuf4s50_1
worstPathCellList = clkdlybuf4s50_1 -> inv_1 -> o21ai_4 -> buf_4 -> mux2i_1 -> o21ai_0 -> clkdlybuf4s50_1
cpPeakStageDelay_ns = 0.70

[final_timing]
period_needed_ns = 9.23
tightestPinTransition_ns = 0.994
setup_tns_ns = 0
hold_viol_final = 0
fmax_ghz = 0.108
fin_skew_ns = 0.0282
slew_violations = 0
max_slew_margin_pct = 31.8
finalClockPeriodUsage_pct = 55.9
rsz0062_at_grt = false
setup_viol = 0

[floorplanning]
num_io_pins = 223
chipArea_mm2 = 0.149
dieWidth_um = 387
die_y_um = 387
design.core.area_mm2 = 0.146
fp_util_pct = 40.5
num_rows = 140

[power]
vdd_drop_max_mv = 0.114
switching_power_uw = 1740
swShare_pct = 23.0
cellLeakagePower_uw = 0.0215
p_per_area_mw_per_mm2 = 110
power.clock.fraction_pct = 40.6
seqPwrFrac_pct = 49.7
power.share.combinational_pct = 9.7
internal_power_uw = 5830

[logic_synthesis]
yosys_register_bits = 1300
synth.avg_cell_area_um2 = 19.4
ys_cells = 3057
syn_area_mm2 = 0.0592
ys_seq_share_pct = 64.1
yosysWarningCount = 1
ys_types = 47
ys_area_mm2 = 0.0592
syn_inst = 3057

[run]
drv_cap = 0
tool_warnings = 28

[global_route]
met1_usage_pct = 28.6
grt_max_degree = 71
grt-busiest-layer = met2
antenna_found_initial = 13
grt_overflow = 0
grt_pass1_wl_mm = 250
grt_usage_pct = 25.6
grt_use_met3_pct = 22.6
globalRouteMet2Util_pct = 36.8
grt_pass1_vias = 36200

[drt]
wire_per_inst_um = 32.1
drtIter0Drc = 2104
antenna_left = 0
vias = 32300
drt_wl_total_mm = 172
viasPerCell = 6.03
drc_errors = 0
drtPass1Iterations = 6

[placement]
dp.cells = 5087
gp_congestion = 0.886
dp_hpwl_mm = 103
port_buffers = 221

[worst_hold_path]
hp-class = flip-flop to flip-flop

[run_status]
status = finished, final reports clean
-- kinds of logic after synthesis --
logic type	share of synthesized area, %
AND-OR/OR-AND	1.91
XOR/XNOR	0.340
adder cells (fa/ha/maj)	0.0634
buffers and inverters	1.75
flip-flops	64.1
multiplexers	29.0
AND/OR/NAND/NOR	2.86
-- cell type report --
class,instances,area (um2)
multi-input cells,1508,20500
fillers,11800,77700
inverters,7,26.3
repair buffers,355,3230
flip-flops and latches,1300,37900
clock inverters,62,528
well taps,1917,2400
diodes,4,10.0
clock buffers,202,4000
-- worst paths after layout --
| path | from | to | slack, ns | depth (start not counted) |
|---|---|---|---|---|
| worst min-delay path | Q[29] | Q[29] | 0.49 | 2 |
| worst max-delay path | div_inst[0] | rs2_data[18] | 7.27 | 7 |
| worst max register to register | rdm_v_m | register[1][23] | 12.37 | 4 |
| worst min register to register | Q[29] | Q[29] | 0.49 | 2 |
-- stage by stage --
step	worst slack, ns	power [uW]	instance area, um2	hold WS (ns)
after floorplan	8.87	4240	59200	0.445
after global placement	7.31	4550	64100	0.458
after detailed placement	7.31	4570	64100	0.477
after CTS	7.31	7640	68600	0.486
after global routing	7.18	7830	68600	0.508
final	7.27	7580	68600	0.486
-- metal layers --
layer	wire length [um]	up-vias
met5	261	-
met2	80000	2336
met4	5420	20
met1	51600	16200
li1	-	13400
met3	34500	359
-- placed cells by master, fill, tap and decap left out, types with 14 or more instances in the layout --
cell type / instances
a21oi_1: 66
clkinv_1: 20
clkbuf_8: 14
dfxtp_1: 104
clkinv_2: 21
o21ai_0: 88
buf_4: 136
nand4_1: 33
clkdlybuf4s50_1: 210
mux2_2: 154
mux4_2: 640
nor2_4: 34
edfxtp_1: 1190
clkbuf_16: 146
clkbuf_1: 42
o211ai_1: 31
nand2_1: 259
mux2i_1: 95
-- power by group through the flow --
stage                 logic [uW]  registers, uW  clock network [uW]
after CTS                    736           3760                3140
after global routing         792           3770                3260
final                        734           3760                3080
-- flip-flops by register name (all words and copies together) (netlist names), 5 cells and up --
name / cells
rd_data_w: 32
div_count: 5
rd_m: 5
register: 1024
divisor: 32
REM: 63
rd_datax_m: 32
rs2_rdata: 32
rs1_rdata: 32
Q: 32
-- cell usage after synthesis (all sizes together) --
cell type / count / area share [%]
or3b: 2 / 0.030
nand4: 33 / 0.35
nor2b: 3 / 0.032
nor3b: 1 / 0.013
or2: 1 / 0.011
o21a: 1 / 0.013
and3: 6 / 0.063
nor3: 4 / 0.034
o41a: 1 / 0.019
edfxtp: 1190 / 60
or4: 1 / 0.013
nor2: 41 / 0.26
inv: 7 / 0.044
dfxtp: 110 / 3.7
o211ai: 31 / 0.39
nand2: 261 / 1.7
o2111a: 1 / 0.019
and2: 7 / 0.074
ha: 3 / 0.063
xor2: 13 / 0.19
a22o: 1 / 0.015
buf: 83 / 0.70
nand3b: 5 / 0.063
o2111ai: 1 / 0.015
xnor2: 10 / 0.15
mux2i: 95 / 1.6
o21ai: 99 / 0.84
nand2b: 1 / 0.011
a21oi: 66 / 0.56
mux4: 640 / 24
nand3: 6 / 0.051
nor4: 10 / 0.11
o221a: 1 / 0.019
or4b: 1 / 0.017
mux2: 157 / 3.0
clkbuf: 159 / 1.0
nor4b: 2 / 0.055
or3: 2 / 0.021
a221o: 1 / 0.017
-- critical path, delay by kind of cell --
kind / cells / cell delay (ns)
buf+inv: 4 / 1.89
compound gates: 2 / 0.58
mux: 1 / 0.12
No activity file was given, so power comes from the tool's default toggle rates.
